`flow/config.mk`:
```
export PLATFORM = sky130hd
export DESIGN_NAME = fsm_eg_mult_seg
export DESIGN_NICKNAME = fsm_eg_mult_seg
export VERILOG_FILES = /design/flow/design.v
export SDC_FILE = /design/flow/constraint.sdc
export NUM_CORES = 4
export LEC_CHECK = 1
export CORE_AREA = 10 10 70 70
export DIE_AREA = 0 0 80 80
```
`flow/constraint.sdc`:
```
current_design fsm_eg_mult_seg

set clk_period 1.2
set clk_io_pct 0.2

create_clock -name clk0 -period $clk_period [get_ports {clk}]

set non_clock_inputs [all_inputs -no_clocks]
set_input_delay [expr $clk_period * $clk_io_pct] -clock clk0 $non_clock_inputs
set_output_delay [expr $clk_period * $clk_io_pct] -clock clk0 [all_outputs]
```
`flow/design.v`:
```
`timescale 1ns / 1ps
module fsm_eg_mult_seg(input  logic clk, reset, input  logic a, b, output logic y0, y1);
   typedef enum {s0, s1, s2} state_type;
   state_type state_reg, state_next;
    always_ff @(posedge clk, posedge reset)
       if (reset)
          state_reg <= s0;
       else
          state_reg <= state_next;
   always_comb
      case (state_reg)
         s0: if (a)
               if (b)
                  state_next = s2;
               else
                  state_next = s1;
             else
                state_next = s0;
         s1: if (a)
               state_next = s0;
             else
               state_next = s1;
         s2: state_next = s0;
         default: state_next = s0;
      endcase
   assign y1 = (state_reg==s0) || (state_reg==s1);
   assign y0 = (state_reg==s0) & a & b;
endmodule
```
`flow/run.sh`:
```
#!/bin/bash
# OpenROAD 26Q1-2900-gdf79404cd8, Yosys 0.63+post, stock flow scripts
make -C /OpenROAD-flow-scripts/flow DESIGN_CONFIG=/design/flow/config.mk WORK_HOME=/design/flow/orfs finish
```
==> flow_metrics.py <==
# Generated from Yosys and OpenROAD reports
metrics = {
    "run_status": {
        "run_status": "finished with violations",
        "failed_checks": "setup timing",
    },
    "setup_path": {
        "max_stage_delay_ps": 530,
        "timing.critical_path.max_delay_family": "flip-flops",
        "setup.worst_path.start_class": "register",
        "worstPathCellList": "and3_4 -> buf_6",
        "worstPathBufferInverterCount": 1,
        "cp_slowest_cell": "sky130_fd_sc_hd__dfstp_2",
        "critical_path_rt_ps": 960,
        "crit_type": "register to output pin",
        "cp_max_fo": 3,
        "cp-end-kind": "output pin",
        "worst_ep_arrival_time_ps": 1030,
    },
    "global_routing": {
        "grt_max_degree": 6,
        "via_count_of_the_first_global_routing_pass": 141,
        "first_pass_grt_wire_length_um": 703,
        "grt_antenna_before_repair": 0,
        "groute.usage.overall_pct": 1.53,
        "grt_overflow_total": 0,
    },
    "cells_and_area": {
        "final_cells": 70,
        "max_reg_flops": 3,
        "sequential_cell_area_um2": 76.3,
        "layout-area-overhead-vs-synth_pct": 120,
        "finalInstanceArea_um2": 287,
        "drive_above_1_share_pct": 50.0,
        "fillers": 415,
        "multi_input_comb_area_um2": 50.0,
    },
    "final_timing": {
        "rsz_0062_raised_after_global_routing": "true",
        "worst_setup_slack_after_layout_ps": -68.5,
        "totalNegativeSetupSlack_ps": -113,
        "finalClockPeriodUsage_pct": 106,
        "post-route-min-period_ps": 1270,
        "hold_viol": 0,
        "worst_slew_margin_rel_pct": 91.0,
        "hold_ws_ps": 180,
        "maxSlewViolCount": 0,
        "worstMarginPinSlew_ps": 135,
        "max_freq_mhz": 788,
        "fin_worst_skew_ps": 0.0186,
        "report.final.setup_viol": 2,
    },
    "logic_synthesis": {
        "top_ff_cell_synth": "sky130_fd_sc_hd__dfrtp_1",
        "synth.top_cells.by_count": "sky130_fd_sc_hd__and3_2, sky130_fd_sc_hd__dfrtp_1, sky130_fd_sc_hd__inv_1",
        "edf_count": 0,
        "post_synth_num_cell_types": 9,
        "synthCells": 12,
        "synth_top_area_share_pct": 38.5,
        "yosys_cells": 12,
        "synth_sequential_area_ratio_pct": 58.7,
        "post_synth_main_area_contributors": "sky130_fd_sc_hd__dfrtp_1, sky130_fd_sc_hd__dfstp_2, sky130_fd_sc_hd__and3_2",
        "yosysWarningCount": 1,
        "ys_area_um2": 130,
        "synth_area_leader_cell": "sky130_fd_sc_hd__dfrtp_1",
        "ys_async_sr_fraction_pct": 100,
        "syn_area_per_cell_um2": 10.8,
        "mappedNetlistArea_um2": 130,
        "postSynthRegisterBits": 3,
    },
    "place": {
        "post-place-cells": 65,
        "routability_driven_placement_congestion_ratio": 0.642,
        "postPlaceCellArea_um2": 253,
        "port_buffers": 5,
    },
    "floorplanning": {
        "floorplan.rows": 21,
        "die_width_um": 80,
        "core_util_floorplan_pct": 3.81,
        "core_area_um2": 3420,
        "design.portCount": 6,
        "design.die.area_um2": 6400,
        "die_height_um": 80,
    },
    "routing": {
        "finalWirelength_um": 417,
        "drt_pre_antenna_iters": 1,
        "remaining_antenna_violation_count_after_routing": 0,
        "drt-initial-drc-count": 0,
        "drc": 0,
        "num_antenna_cells": 0,
        "dr_total_vias": 126,
        "viasPerCell": 1.80,
        "wl_per_cell_um": 5.96,
    },
    "clock_network": {
        "cts.path.max_buffers": 2,
        "cts.clk_slew.worst_paths_ps": 40,
        "clock_sinks": 3,
        "hold_buffers": 0,
        "clk_ins_delay_skew_pair_ps": 230,
        "cts-buffers-inserted": 3,
        "cts_tree": "done",
        "htree_num_levels": 1,
        "cts.root.buffer_cell": "sky130_fd_sc_hd__clkbuf_4",
    },
    "power": {
        "peakVddDrop_mv": 0.723,
        "power.total_uw": 391,
        "powerDensity_nw_per_um2": 1360,
        "leakage_uw": 0.000127,
    },
    "min_path": {
        "min-delay-path-class": "primary input to async pin",
    },
    "job": {
        "stage_log_warnings": 27,
        "max_cap_viol_count": 0,
    },
}
==> through the flow <==
step | setup WS (ps) | utilization [%]
5_1_grt | -112 | 8.39
4_1_cts | -80.8 | 8.39
3_5_place_dp | -464 | 7.40
6_report | -68.5 | 8.39
2_1_floorplan | 309 | -
3_3_place_gp | -440 | 7.40
==> timing repair <==
action / 4_1_cts / 5_1_grt
buffers inserted: 1 / 0
setup endpoints to repair: 2 / 2
pin swaps: 0 / 0
gates resized: 9 / 0
==> cells by family (layout without fill, tap and decap cells) <==
group                  count (synthesis)  after routing  synth area share [%]
AND/OR/NAND/NOR                        5              5                  24.0
flip-flops                             3              3                  58.7
AND-OR/OR-AND                          2              2                  11.5
buffers and inverters                  2             14                  5.77
==> power by group <==
part | internal, uW | total, uW | switching [uW]
logic | 55.4 | 84.2 | 28.8
clock network | 125 | 178 | 52.9
registers | 121 | 129 | 8.47
total | 301 | 391 | 90.2
==> worst paths after layout <==
path,start,to,slack (ps),cells after the start
worst max-delay path,state_reg[0],y0,-70,2
worst min-delay path,reset,state_reg[2],180,2
worst max register to register,state_reg[0],state_reg[0],280,3
worst min register to register,state_reg[1],state_reg[0],440,1
max in group asynchronous,reset,state_reg[0],810,2
min in group clk0,state_reg[1],state_reg[0],440,1
==> layout by cell type, fill, tap and decap left out <==
cell,n
sky130_fd_sc_hd__a211o_1,1
sky130_fd_sc_hd__and3_2,1
sky130_fd_sc_hd__and3_4,1
sky130_fd_sc_hd__buf_2,1
sky130_fd_sc_hd__buf_4,3
sky130_fd_sc_hd__buf_6,1
sky130_fd_sc_hd__clkbuf_1,1
sky130_fd_sc_hd__clkbuf_4,3
sky130_fd_sc_hd__clkdlybuf4s50_1,3
sky130_fd_sc_hd__dfrtp_1,2
sky130_fd_sc_hd__dfstp_2,1
sky130_fd_sc_hd__inv_1,2
sky130_fd_sc_hd__nand2_1,1
sky130_fd_sc_hd__nor2b_1,1
sky130_fd_sc_hd__o22ai_1,1
sky130_fd_sc_hd__or2_2,1
==> final cells by class <==
| cell class | instances | share of cell area (%) |
|---|---|---|
| Clock buffer | 4 | 9.17 |
| Inverter | 2 | 2.62 |
| Multi-Input combinational cell | 7 | 17.5 |
| Sequential cell | 3 | 26.6 |
| Tap cell | 46 | 20.1 |
| Timing Repair Buffer | 8 | 24.0 |
==> layer usage <==
layer | GRT usage (%) | part of all wire, %
met5 | 0 | 0
met1 | 2.07 | 54
met3 | 1.59 | 11
met2 | 1.61 | 34
met4 | 0.176 | 0
==> worst reg2reg max path, stage by stage, from the launching register on <==
cell	delay (ps)
sky130_fd_sc_hd__dfstp_2	530
sky130_fd_sc_hd__buf_4	120
sky130_fd_sc_hd__nor2b_1	120
sky130_fd_sc_hd__a211o_1	100
No activity file was given, so power comes from the tool's default toggle rates.
