==> /design/flow/config.mk <==
export PLATFORM = sky130hd
export DESIGN_NAME = fsm_eg_2_seg
export DESIGN_NICKNAME = fsm_eg_2_seg
export VERILOG_FILES = /design/flow/design.v
export SDC_FILE = /design/flow/constraint.sdc
export NUM_CORES = 4
export LEC_CHECK = 1
export CORE_AREA = 10 10 70 70
export DIE_AREA = 0 0 80 80
==> /design/flow/constraint.sdc <==
current_design fsm_eg_2_seg

set clk_period 1.0
set clk_io_pct 0.2

create_clock -name clk0 -period $clk_period [get_ports {clk}]

set non_clock_inputs [all_inputs -no_clocks]
set_input_delay [expr $clk_period * $clk_io_pct] -clock clk0 $non_clock_inputs
set_output_delay [expr $clk_period * $clk_io_pct] -clock clk0 [all_outputs]
==> /design/flow/design.v <==
`timescale 1ns / 1ps
module fsm_eg_2_seg(input  logic clk, reset, input  logic a, b, output logic y0, y1);
   typedef enum {s0, s1, s2} state_type;
   state_type state_reg, state_next;
    always_ff @(posedge clk, posedge reset)
       if (reset)
          state_reg <= s0;
       else
          state_reg <= state_next;
   always_comb
   begin
      state_next = state_reg;
      y1 = 1'b0;
      y0 = 1'b0;
      case (state_reg)
         s0: begin
                y1 = 1'b1;
                if (a)
                   if (b)
                      begin
                         state_next = s2;
                         y0 = 1'b1;
                      end
                   else
                      state_next = s1;
             end
         s1: begin
               y1 = 1'b1;
               if (a)
                 state_next = s0;
             end
         s2: state_next = s0;
         default: state_next = s0;
      endcase
   end
endmodule
==> /design/flow/run.sh <==
#!/bin/bash
# OpenROAD 26Q1-2900-gdf79404cd8, Yosys 0.63+post, stock flow scripts
make -C /OpenROAD-flow-scripts/flow DESIGN_CONFIG=/design/flow/config.mk WORK_HOME=/design/flow/orfs finish
==> job_summary.md <==
### Flow metrics

| Metric | Value |
|---|---|
| Status | `finished with violations` |
| Failing checks | `setup timing` |
| WL/cell | `5.97 um` |
| Crit path to | `y0` |
| P_leak | `0.127 nW` |
| Worst EP arrival | `1.10 ns` |
| Worst Tran Pin Value | `0.159 ns` |
| Worst path depth | `3` |
| Worst R2R End | `state_reg[0]$_DFF_PP1_` |
| Max frequency | `771 MHz` |
| Fill cells | `410` |
| Clock transition at path regs | `0.04 ns` |
| Worst path cell trace | `buf_6 -> and3_4 -> buf_6` |
| Global Route Usage Sum | `1.48%` |
| Gate Count Post-Synth | `11` |
| Top Family by Delay on Critical Path | `flip-flops` |
| Dpl hpwl | `311 um` |
| Num Clock Sinks | `3` |
| Yosys stat area | `125 um^2` |
| Global-route wire length before repair | `696 um` |
| Type of origin of the critical path | `flip-flop` |
| Worst Hold Class | `in2async` |
| Core Util at FP | `3.66%` |
| Avg Inst Size Synth | `11.4 um^2` |
| Top cell area share | `40.0%` |
| Setup ws final | `-0.297 ns` |
| Final Skew | `0.00177 ns` |
| Final hold viol count | `0` |
| Detailed Routing Iterations Pass 1 | `1` |
| FFs w/ async S/R, synth | `100%` |
| Vias in the first global route | `149` |
| Synthesized cell area | `125 um^2` |
| Worst Path Max Fanout | `3` |
| Worst-Skew Late Latency | `0.23 ns` |
| Max Slew Vio Count | `0` |
| Core Region | `0.00342 mm^2` |
| Crit path buffers/inverters | `2` |
| P per Cell Area | `1600 mW/mm^2` |
| DR vias | `127` |
| Routability cong. | `0.724` |
| CP Class | `reg2out` |
| # rows | `21` |
| Origin of the critical flop-to-flop path | `state_reg[2]$_DFF_PP0_` |
| Max Cap Violations | `0` |
| EDFF count, synth | `0` |
| Max Buffers Root-to-Sink | `2` |
| Io pins | `6` |
| CP required | `0.80 ns` |
| Routed Antenna Nets | `0` |
| Die Ht | `80 um` |
| Dpl ws | `-0.537 ns` |
| Top area cell types | `dfrtp_1 40%, dfstp_2 21%, a211o_1 7.0%` |
| Die W | `80 um` |
| Crit path from | `state_reg[0]$_DFF_PP1_` |
| RSZ-0062 raised after global routing | `true` |
| Slowest Stage Delay on Critical Path | `0.52 ns` |
| YS warnings | `1` |
| Worst vdd ir | `0.000265 V` |
| Seq share, synth | `61.0%` |
| Htree depth | `1` |
| Reg2reg setup slack | `0.04 ns` |
| Fraction of layout cells with a size suffix above 1 | `45.8%` |
| Tcrit/Tclk final | `130%` |
| # port buffers | `5` |
| Reg2Reg Depth | `3` |
| Hold_buf cts | `0` |
| Relative slew slack | `89.3%` |
| Tot Pwr | `0.468 mW` |
| Max reg flops | `3` |
| Top FF cell, synth | `dfrtp_1` |
| Distinct lib cells used | `9` |
| Ant diodes | `0` |
| Synth cell count leaders | `2 x dfrtp_1, 2 x inv_1` |
| TritonCTS clock tree | `yes` |
| Cell Area, Placed | `248 um^2` |
| Flops & latches, synth | `3` |
| # DRC | `0` |
| Ys cells | `11` |
| Synth area leader | `dfrtp_1` |
| Post-layout util | `8.57%` |
| Clk root buf | `clkbuf_4` |
| Via density | `1.81` |
| Final min period | `1.30 ns` |
| Critical Path Sink Type | `primary output` |
| Slowest cell on crit path | `dfstp_2` |
| Most frequent CP cell | `buf_6` |
| Routed WL | `418 um` |
| WHS | `0.140 ns` |
| Die area | `0.00640 mm^2` |
| CTS Buf Count | `3` |
| Area growth syn-to-layout | `134%` |
| Largest net degree at the start of global routing | `5` |
| Total grt overflow | `0` |
| Final non-filler cell area | `293 um^2` |
| Tool Warnings | `27` |
| Initial antenna violation count | `0` |
| DRT iter0 DRCs | `0` |
| Setup violators final | `2` |
## worst min path at each step
stage                   endpoint  slack (ns)  cells past startpoint
6_report  state_reg[1]$_DFF_PP0_        0.14                      2
4_1_cts   state_reg[1]$_DFF_PP0_        0.13                      2
5_1_grt   state_reg[1]$_DFF_PP0_        0.16                      2
## where the power goes
group	internal, mW	total (mW)	switching [mW]
Combinational	0.0718	0.105	0.0327
Sequential	0.144	0.151	0.00713
Clock	0.150	0.212	0.0624
Total	0.365	0.468	0.102
## logic make-up after synthesis
group	share of synthesized area (%)
and+or+nand+nor	22.0
DFF	61.0
AOI/OAI and AO/OA	11.0
buffers and inverters	6.00
## cell type report
class                      count  area [um^2]  share of cell area, %
sequential                     3         76.3                   26.1
timing repair buffer           9         80.1                   27.4
inverter                       2         7.51                   2.56
clock buffer                   4         26.3                   8.97
multi-input combinational      6         45.0                   15.4
tap                           46         57.6                   19.7
## metal layers
| metal | GRT usage [%] | vias up | part of all wire [%] |
|---|---|---|---|
| li1 | - | 61 | - |
| met1 | 1.66 | 55 | 50 |
| met2 | 1.61 | 7 | 31 |
| met3 | 1.82 | 4 | 16 |
| met4 | 0.528 | 0 | 3.1 |
| met5 | 0 | - | 0 |
## placed cells by master, fill, tap and decap left out, drive strengths merged
cell           count
buf                6
clkbuf             4
clkdlybuf4s50      3
inv                2
dfrtp              2
and3               1
nor2b              1
a211o              1
nand3b             1
o21ai              1
or2                1
dfstp              1
## timing repair
action / in CTS / in global routing
setup endpoints to repair: 2 / 2
resized: 10 / 0
buffers inserted: 1 / 1
pin swaps: 1 / 1
## per-stage QoR
stage | instances | setup TNS [ns]
floorplan | 11 | 0
global placement | 64 | -1.07
detailed placement | 64 | -1.06
CTS | 69 | -0.465
global route | 70 | -0.532
finish | 70 | -0.435
Power and IR drop assume default switching activity.
