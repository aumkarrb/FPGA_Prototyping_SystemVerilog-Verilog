<file path="flow/config.mk">
export PLATFORM = sky130hd
export DESIGN_NAME = bin2bcd
export DESIGN_NICKNAME = bin2bcd
export VERILOG_FILES = /design/flow/design.v
export SDC_FILE = /design/flow/constraint.sdc
export NUM_CORES = 4
export LEC_CHECK = 1
export CORE_UTILIZATION = 30
</file>
<file path="flow/design.v">
`timescale 1ns / 1ps
module bin2bcd
  (
  input wire clk, reset,
  input wire start,
  input wire [12:0] bin, 
  output reg ready, done_tick,
  output wire [3:0] bcd3, bcd2, bcd1, bcd0
  );
  localparam [1:0]
    idle = 2'b00,
    op = 2'b01,
    done = 2'b010;
  reg [1:0] state_reg, state_next;
  reg [12:0] p2s_reg, p2s_next;
  reg [3:0] n_reg, n_next;
  reg [3:0] bcd3_reg, bcd2_reg, bcd1_reg, bcd0_reg;
  reg [3:0] bcd3_next, bcd2_next, bcd1_next, bcd0_next;
  wire [3:0] bcd3_tmp, bcd2_tmp, bcd1_tmp, bcd0_tmp;
  always @(posedge clk, posedge reset)
   if (reset)
     begin 
        state_reg <= idle; 
        p2s_reg <= 0;
        n_reg <= 0;
        bcd3_reg <= 0;
        bcd2_reg <= 0;
        bcd1_reg <= 0;
        bcd0_reg <= 0;
     end
  else
    begin
    state_reg <= state_next;
    p2s_reg <= p2s_next;
    n_reg <= n_next;
    bcd3_reg <= bcd3_next;
    bcd2_reg <= bcd2_next;
    bcd1_reg <= bcd0_next;
   end
 always @*
 begin
 state_next = state_reg;
 ready = 1'b0;
 done_tick = 1'b0;
 p2s_next = p2s_reg;
 bcd0_next = bcd0_reg;
 bcd1_next = bcd1_reg;
 bcd2_next = bcd2_reg;
 bcd3_next = bcd3_reg;
 n_next = n_reg;
 case (state_reg)
    idle:
       begin
          ready = 1'b1;
          if (start)
              begin 
                 state_next = op;
                 bcd3_next = 0;
                 bcd2_next = 0;
                 bcd1_next = 0;
                 bcd0_next = 0;
                 n_next = 4'b1101;  
                 p2s_next = bin;  
                 state_next = op;
              end
         end
     op:
      begin 
      p2s_next = p2s_reg << 1; 
      bcd0_next = {bcd0_tmp[2:0], p2s_reg[12]};
      bcd1_next = {bcd1_tmp[2:0], bcd0_tmp[3]};
      bcd2_next = {bcd2_tmp[2:0], bcd1_tmp[3]};
      bcd3_next = {bcd3_tmp[2:0], bcd2_tmp[3]};
      n_next = n_reg - 1; 
      if (n_next == 0)
         state_next = done; 
      end 
   done: 
     begin 
         done_tick = 1'b1;
         state_next = idle;
      end 
   default: state_next = idle; 
 endcase
end
assign bcd0_tmp = (bcd0_reg > 4) ? bcd0_reg+3 : bcd0_reg;
assign bcd1_tmp = {bcd1_reg > 4} ? bcd1_reg+3 : bcd1_reg;
assign bcd2_tmp = (bcd2_reg > 4) ? bcd2_reg+3 : bcd2_reg;
assign bcd3_tmp = (bcd3_reg > 4) ? bcd3_reg+3 : bcd3_reg;
assign bcd0 = bcd0_reg;
assign bcd1 = bcd1_reg;
assign bcd2 = bcd2_reg;
assign bcd3 =  bcd3_reg;
endmodule
</file>
<file path="flow/run.sh">
#!/bin/bash
# OpenROAD 26Q1-2900-gdf79404cd8, Yosys 0.63+post, stock flow scripts
make -C /OpenROAD-flow-scripts/flow DESIGN_CONFIG=/design/flow/config.mk WORK_HOME=/design/flow/orfs finish
</file>
<file path="flow/constraint.sdc">
current_design bin2bcd

set clk_period 5.5
set clk_io_pct 0.2

create_clock -name clk0 -period $clk_period [get_ports {clk}]

set non_clock_inputs [all_inputs -no_clocks]
set_input_delay [expr $clk_period * $clk_io_pct] -clock clk0 $non_clock_inputs
set_output_delay [expr $clk_period * $clk_io_pct] -clock clk0 [all_outputs]
</file>
==> Changelog: implementation <==
### Metrics

- Pint: between 200 and 300 µW
- Sw frac: 0.2047
- Worst path max stage delay: 0.62 ns
- Initial core utilization: 0.3205
- Final instance count without filler cells: 216
- Synth Cell Area: roughly 0.0014 mm²
- Hold_buf cts: 0
- First-pass GRT wire length: about 4400 µm
- CP max-delay cell: dfstp_2
- Die H: around 71 µm
- Dominant Register Cell: dfrtp_1
- Clock Skew: approximately 0.0053 ns
- Worst VDD drop: 0.1247 mV
- Post-synthesis cell count: roughly 140
- P_leak: 0.7510 nW
- Clk root buf: clkbuf_8
- Average cell area after synthesis: about 10 µm²
- Worst-path clk slew: 0.10 ns
- RePlAce Congestion: about 0.77
- Max_slew headroom: 0.4808
- Post-CTS setup buffers: 0
- CORE AREA: ~0.0045 mm²
- Area Overhead vs Synth: 21.12%
- Cycle use final: 0.4513
- Crit. End Element: output pin
- Die area: about 0.005 mm²
- Vias: approximately 1.0k
- Most frequent logic cell in the layout: dfrtp_1
- Total track usage: 0.1100
- Startpoint Class: flip-flop
- Total CTS buffers: 3
- Psw: 73.99 µW
- Residual DRC: 0
- Data arrival, critical path: about 1.4 ns
- Async S/R FF share, synth: 1.000
- Gate Area: 611.8 µm²
- Placed cell count: roughly 210
- Post-layout min period: approximately 2.5 ns
- Chip width: 71.14 µm
- CP max FO: 8
- Clock buffer depth: 2
- Sequential standard cell area: around 700 µm²
- CP required: between 4 and 5 ns
- Largest net degree at the start of global routing: 29
- Setup TNS: 0 ns
- Share of layout cells above drive strength 1: 0.07317
- Log Warnings: 27
- GR peak layer: met2
- Detailed Route WL: between 2000 and 2500 µm
- Post-route ant nets: 0
- Clock sinks: 28
- CTS tree: built
- Final setup fails: 0
- Final Max Slew Viols: 0
- Most common logic cells in the final layout: dfrtp_1 (27), clkdlybuf4s50_1 (25), nand2_1 (18), o21ai_1 (16), mux2i_1 (13)
- # fillers: roughly 430
- Count of library flops with an enable pin: 0
- Delay-heaviest family, CP: flip-flops
- RSZ-0062 raised after global routing: no
- Pwr dens: roughly 210 mW/mm²
- MaxCap Viol Count: 0
- Insertion Delay late pin: approximately 0.27 ns
- Initial antenna violation count: 0
- Max frequency: a little over 400 MHz
- Slew @ Worst Pin: slightly below 0.8 ns
- H-tree depth: 1
- Power share of the clock group: 0.351
- Top Ports: 34
- DP HPWL: around 1800 µm
- Met3 Use GR: 0.01879
- Cells in synth_stat.txt: 141
- Combinational Power Share: 0.062
- Outcome: finished clean
- FP Rows: 24
- Met2 usage: 0.1731
- Detailed Routing Iterations Pass 1: 21
- Drt via density: 4.681
- Reg power frac: 0.588
- Yosys reg bits: 28
- Final-report hold violation count: 0
- Critical path class: flip-flop to output pin
- Grt total ovfl: 0
- First DRT Iteration DRCs: roughly 49
- Wirelength per Cell: ~11 µm
- Placed Area: roughly 0.0017 mm²
- Chip Area, Yosys: approximately 0.0014 mm²
- Cell area after layout: roughly 0.0017 mm²
- Final Total Pwr: roughly 360 µW
- Worst min path class: flip-flop to flip-flop
- ANT cells: 0
- Number of global-route vias before repair: ~960
- Distinct cells, synth: 35
- Met1 Track Usage GR: 0.1709
- Worst path buffer plus inverter count: 1
- Sequential area share after synthesis: 0.4895
- Yosys warning count: 1
- Max reg flops: 13
- PostCTS Resize Cnt: 0
- IO buf count: 25
- Critical-path cell list: clkdlybuf4s50_1
==> metrics by stage <==
stage	util	hold WS (ns)	setup slack, ns
final	0.3881	0.4834	3.018
after global placement	0.3758	0.4600	3.036
after floorplan	-	0.4101	3.599
after detailed placement	0.3758	0.4543	2.971
after global routing	0.3881	0.5260	2.947
after CTS	0.3881	0.4819	3.007
==> kinds of logic after synthesis <==
logic type,count (synthesis),synth area share
adder cells (fa/ha/maj),5,0.04363
flip-flops,28,0.4895
AND/OR/NAND/NOR,28,0.08814
buffers and inverters,26,0.1021
other,1,0.002615
XOR/XNOR,2,0.01222
AND-OR/OR-AND,37,0.1632
multiplexers,14,0.09860
==> cells in the mapped netlist (3+ instances only) <==
| cell type | n | area (µm²) |
|---|---|---|
| dfrtp_1 | 27 | 675.7 |
| nand2_1 | 18 | 67.56 |
| o21ai_1 | 16 | 80.08 |
| mux2i_1 | 13 | 130.1 |
| inv_1 | 11 | 41.29 |
| buf_4 | 10 | 75.07 |
| ha_1 | 5 | 62.56 |
| o22ai_1 | 4 | 25.02 |
| buf_2 | 3 | 15.01 |
| nor2_1 | 3 | 11.26 |
| o21ai_0 | 3 | 15.01 |
==> worst paths after layout <==
kind	startpoint	cells after the start	end	slack (ns)
hold reg to reg	state_reg[1]$_DFF_PP0_	1	state_reg[0]$_DFF_PP1_	0.48
setup reg to reg	state_reg[2]$_DFF_PP0_	4	bcd3_reg[3]$_DFFE_PP0P_	3.68
min in group asynchronous	reset	3	p2s_reg[5]$_DFFE_PP0P_	1.18
max in group asynchronous	reset	3	state_reg[0]$_DFF_PP1_	4.01
setup / recovery	state_reg[0]$_DFF_PP1_	1	ready	3.02
hold / removal	state_reg[1]$_DFF_PP0_	1	state_reg[0]$_DFF_PP1_	0.48
==> final cells by class <==
type                            instances  area share
Clock buffer                            4     0.03170
Multi-Input combinational cell         94      0.3523
Tap cell                               52     0.03746
Timing Repair Buffer                   26      0.1484
Inverter                               12     0.02594
Sequential cell                        28      0.4042
==> layer usage <==
| metal | routed length (µm) | up-vias |
|---|---|---|
| li1 | - | 512 |
| met2 | 1141 | 20 |
| met1 | 1274 | 479 |
| met3 | 64 | 0 |
| met5 | 0 | - |
| met4 | 0 | 0 |
==> power by group through the flow <==
stage | clock network [mW] | registers, mW | logic, mW
6_report | 0.127 | 0.212 | 0.0224
5_1_grt | 0.139 | 0.213 | 0.0257
4_1_cts | 0.132 | 0.212 | 0.0232
No activity file was given, so power comes from the tool's default toggle rates.
